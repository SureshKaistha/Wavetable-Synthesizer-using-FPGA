[./run.sh]
#!/bin/bash
# OpenROAD 26Q1-2900-gdf79404cd8, Yosys 0.63+post, stock flow scripts
make -C /OpenROAD-flow-scripts/flow DESIGN_CONFIG=/design/flow/config.mk WORK_HOME=/design/flow/orfs finish
[./config.mk]
export PLATFORM = sky130hd
export DESIGN_NAME = TopController
export DESIGN_NICKNAME = TopController
export VERILOG_FILES = /design/flow/design.v
export SDC_FILE = /design/flow/constraint.sdc
export NUM_CORES = 4
export LEC_CHECK = 1
export CORE_UTILIZATION = 50
[./constraint.sdc]
current_design TopController

set clk_period 2.5
set clk_io_pct 0.2

create_clock -name clk0 -period $clk_period [get_ports {CLK}]

set non_clock_inputs [all_inputs -no_clocks]
set_input_delay [expr $clk_period * $clk_io_pct] -clock clk0 $non_clock_inputs
set_output_delay [expr $clk_period * $clk_io_pct] -clock clk0 [all_outputs]
[./design.v]
`timescale 1ns / 1ps
module ButtonDebounce(
output pb_out,
input pb_in,
input clk
    );
wire slow_clk;
wire Q1,Q2,Q2_bar,Q0;
clock_div u1(clk,slow_clk);
my_dff d0(slow_clk, pb_in,Q0 );
my_dff d1(slow_clk, Q0,Q1 );
my_dff d2(slow_clk, Q1,Q2 );
assign Q2_bar = ~Q2;
assign pb_out = Q1 & Q2_bar;
endmodule
module clock_div(input Clk_100M, output reg slow_clk
    );
    reg [26:0]counter=0;
    always @(posedge Clk_100M)
    begin
        counter <= (counter>=249999)?0:counter+1;
        slow_clk <= (counter < 125000)?1'b0:1'b1;
    end
endmodule
module my_dff(input DFF_CLOCK, D, output reg Q);
    always @ (posedge DFF_CLOCK) begin
        Q <= D;
    end
endmodule
`timescale 1ns / 1ps
module Clock_divider(
clock_in,
enable,
clock_out
    );
    input clock_in;  
    input  enable;
output reg clock_out;  
reg[27:0] counter=28'd0;
parameter DIVISOR = 10000000;
always @(posedge clock_in)
begin
if (enable)
begin
    counter <= counter + 28'd1;
    if(counter>=(DIVISOR-1))
    counter <= 28'd0;
    clock_out <= (counter<DIVISOR/2)?1'b1:1'b0;
end
else begin
    clock_out <='b0;
end
end
endmodule
`timescale 1ns / 1ps
module ClockGen(
output [14:0] CLOCK_ARRAY ,
input CLK,
input enable
    );
Clock_divider #(.DIVISOR(18961)) 
                E2 (.clock_in(CLK), .enable(enable), .clock_out(CLOCK_ARRAY[0]));
Clock_divider #(.DIVISOR(17897)) 
                F2 (.clock_in(CLK), .enable(enable), .clock_out(CLOCK_ARRAY[1]));
Clock_divider #(.DIVISOR(15944)) 
                G2 (.clock_in(CLK), .enable(enable), .clock_out(CLOCK_ARRAY[2])); 
Clock_divider #(.DIVISOR(14204)) 
                A3 (.clock_in(CLK), .enable(enable), .clock_out(CLOCK_ARRAY[3]));
Clock_divider #(.DIVISOR(12655)) 
                B3 (.clock_in(CLK), .enable(enable), .clock_out(CLOCK_ARRAY[4]));
Clock_divider #(.DIVISOR(11945)) 
                C3 (.clock_in(CLK), .enable(enable), .clock_out(CLOCK_ARRAY[5])); 
Clock_divider #(.DIVISOR(10641)) 
                D3 (.clock_in(CLK), .enable(enable), .clock_out(CLOCK_ARRAY[6]));
Clock_divider #(.DIVISOR(9480)) 
                E3 (.clock_in(CLK), .enable(enable), .clock_out(CLOCK_ARRAY[7]));   
Clock_divider #(.DIVISOR(8948)) 
                F3 (.clock_in(CLK), .enable(enable), .clock_out(CLOCK_ARRAY[8]));
Clock_divider #(.DIVISOR(7972)) 
                G3 (.clock_in(CLK), .enable(enable), .clock_out(CLOCK_ARRAY[9]));
Clock_divider #(.DIVISOR(7102)) 
                A4 (.clock_in(CLK), .enable(enable), .clock_out(CLOCK_ARRAY[10])); 
Clock_divider #(.DIVISOR(6327)) 
                B4 (.clock_in(CLK), .enable(enable), .clock_out(CLOCK_ARRAY[11]));
Clock_divider #(.DIVISOR(5972)) 
                C4 (.clock_in(CLK), .enable(enable), .clock_out(CLOCK_ARRAY[12])); 
Clock_divider #(.DIVISOR(5321)) 
                D4 (.clock_in(CLK), .enable(enable), .clock_out(CLOCK_ARRAY[13]));
Clock_divider #(.DIVISOR(4740)) 
                E4 (.clock_in(CLK), .enable(enable), .clock_out(CLOCK_ARRAY[14])); 
endmodule
`timescale 1ns / 1ps
module Note(
output AudioBit,
input CLK,
input [2:0] TableSelect,
input Press,
input Record,
input [31:0] Rec_WT
    );
    reg [31:0] Wavetable;
always@(posedge CLK)
begin    
    if(Record==0) begin
    case (TableSelect)
        'b0 : Wavetable= 'b11111111_00000000_11111111_00000000;
        'b01 : Wavetable='b11110000_00000000_11110000_00000000;
        'b10 : Wavetable='b11110000_00000000_00000000_11110000;
        'b11 : Wavetable='b00010011_01110111_11101110_11001000;
        'b100: Wavetable='b00001010_01010010_10101011_11010101;
        'b101 : Wavetable='b10100000011100001011100001110111;
        'b110 : Wavetable='b01010100000011100011011010001111;
        'b111 : Wavetable='b11010001100100110001010000101100;
        default: Wavetable='bx;
    endcase
    end
    else begin
        Wavetable=Rec_WT;
    end
 end 
 Wavetable_Synth synthesizer(AudioBit,CLK,Wavetable,Press);
endmodule
`timescale 1ns / 1ps
module Synthesizer( 
output reg AUDIO_OUT,
input recorder_clk,
input CLK,
input ENABLE,
input [2:0] TableSelect,
input [0:14] Switch,
input Mic_In,
input Record
    );
wire [14:0] CLOCK_ARRAY ;
ClockGen ClockGen(.CLOCK_ARRAY(CLOCK_ARRAY), .CLK(CLK), .enable(ENABLE));
Note E3(AudioBitE3, CLOCK_ARRAY[0], TableSelect, Switch[0], Record, Wavetable_Rec);
Note F3(AudioBitF3, CLOCK_ARRAY[1], TableSelect, Switch[1], Record, Wavetable_Rec);
Note G3(AudioBitG3, CLOCK_ARRAY[2], TableSelect, Switch[2], Record, Wavetable_Rec);
Note A4(AudioBitA4, CLOCK_ARRAY[3], TableSelect, Switch[3], Record, Wavetable_Rec);
Note B4(AudioBitB4, CLOCK_ARRAY[4], TableSelect, Switch[4], Record, Wavetable_Rec);
Note C4(AudioBitC4, CLOCK_ARRAY[5], TableSelect, Switch[5], Record, Wavetable_Rec);
Note D4(AudioBitD4, CLOCK_ARRAY[6], TableSelect, Switch[6], Record, Wavetable_Rec);
Note E4(AudioBitE4, CLOCK_ARRAY[7], TableSelect, Switch[7], Record, Wavetable_Rec);
Note F4(AudioBitF4, CLOCK_ARRAY[8], TableSelect, Switch[8], Record, Wavetable_Rec);
Note G4(AudioBitG4, CLOCK_ARRAY[9], TableSelect, Switch[9], Record, Wavetable_Rec);
Note A5(AudioBitA5, CLOCK_ARRAY[10], TableSelect, Switch[10], Record, Wavetable_Rec);
Note B5(AudioBitB5, CLOCK_ARRAY[11], TableSelect, Switch[11], Record, Wavetable_Rec);
Note C5(AudioBitC5, CLOCK_ARRAY[12], TableSelect, Switch[12], Record, Wavetable_Rec);
Note D5(AudioBitD5, CLOCK_ARRAY[13], TableSelect, Switch[13], Record, Wavetable_Rec);
Note E5(AudioBitE5, CLOCK_ARRAY[14], TableSelect, Switch[14], Record, Wavetable_Rec);
always@(posedge CLK)
begin
    AUDIO_OUT=AudioBitE3||AudioBitF3||AudioBitG3||AudioBitA4||AudioBitB4||AudioBitC4||AudioBitD4||AudioBitE4||AudioBitF4||AudioBitG4||AudioBitA5||AudioBitB5||AudioBitC5||AudioBitD5||AudioBitE5;
end
endmodule
`timescale 1ns / 1ps
module TopController(
output AUDIO,
output [3:0] LED,
output RECORDER_CLK,
output reg M_LRSEL=0, 
input CLK,
input ENABLE,
input [0:14]Switch,
input BTNU, 
input BTNR, 
input MIC_IN
    );
reg [2:0] Table_Select=0;
reg enable=1;
wire BTN_U;
wire BTN_R;
always@(negedge BTN_U)
begin
    if(Table_Select<7) begin
        Table_Select<=Table_Select+1;
        end
     else Table_Select<=0;  
end
assign LED[0] = Table_Select[0];
assign LED[1] = Table_Select[1];
assign LED[2] = Table_Select[2];
assign LED[3] = BTNU;
ButtonDebounce ButtonU(BTN_U,BTNU,CLK);
ButtonDebounce ButtonR(BTN_R,BTNR,CLK);
Synthesizer Synth(.AUDIO_OUT(AUDIO),.recorder_clk(RECORDER_CLK),
                    .CLK(CLK),.ENABLE(ENABLE),.TableSelect(Table_Select),
                    .Switch(Switch),.Mic_In(MIC_IN),.Record(BTN_R));
Clock_divider #(.DIVISOR(100000)) 
                Audio_In_Clock (.clock_in(CLK), .enable(enable), .clock_out(RECORDER_CLK)); 
endmodule
`timescale 1ns / 1ps
module Wavetable_Synth(
output AudioBit,
input CLK,
input  [0:31] wavetable,
input Switch
    );
reg [0:4]count=0;
reg AudioBitReg;
assign AudioBit = AudioBitReg;
    always @(posedge CLK)
    begin
    if (Switch) begin
        if (count<31) begin
            AudioBitReg <= wavetable[count];
            count<=count+1;
            end
        else begin
            AudioBitReg <= wavetable[count];
            count<=0;
        end
        end
    else AudioBitReg<=0; 
    end
endmodule
==> run notes <==
Figures from the implementation reports.

- The violation count after the first detailed-routing iteration is between 1000 and 1500.
- The register area share after synthesis reads 68.0%.
- The chip width reads about 280 um.
- In this run the tightest slew margin relative to its limit is ~33%.
- Summing all multi-input logic gate instances after layout gives 12900 um^2.
- The H-tree depth is 2.
- The register bit count reported by yosys is around 1100.
- Counting along the longest clock path gives a buffer depth of 3.
- Per the detail_route report, vias per standard cell equal 5.06.
- In this run the remaining antenna-violating nets after routing total 0.
- The area of the placeable core is just under 80000 um^2.
- The area of the mapped netlist reads 39200 um^2.
- The cell chosen for the clock root is clkbuf_16.
- The fraction of post-synthesis cell area in the top cell type by area is 37.9%.
- Once placement completed, the tool counted placed cells totaling between 4000 and 5000.
- The initial standard-cell utilization of the core is between 50% and 60%.
- Dividing the synthesized area by the synthesized cell count gives 13.9 um^2.
- The highest clock frequency the design can meet reads roughly 0.46 GHz.
- The last weighted congestion value of the routability-driven placer is 0.839.
- The data arrival time at the worst-slack endpoint is around 2500 ps.
- Setup repair after global routing left no endpoint under its margin.
- The type of origin of the critical path is a flip-flop.
- Buffers inserted during clock tree synthesis total between 50 and 60.
- The total vias in the final route reads approximately 21000.
- The cell type that accounts for the most area after synthesis is edfxtp_1.
- Of the cells placed in the final design, the portion with a size suffix greater than 1 is 9.07%.
- The overall overflow remaining after global route reads 0.
- The count of flip-flops with a built-in enable after synthesis is around 500.
- The minimum clock period is ~2200 ps.
- The vertical die dimension reported for this design is 282 um.
- The count of unique library cells instantiated by Yosys is 61.
- The initial antenna violation count came to 6.
- The number of global-route vias before repair is 21100.
- The worst hold-check path type reads primary input to flip-flop.
- Sorting the synthesized cells by area gives the leading types as edfxtp_1 (38%), dfxtp_1 (30%), mux4_2 (7.2%).
- Per the synth stats, the flop cell with the highest instance count is dfxtp_1.
- For reference, the final report shows the hold violation count at 0.
- Entering global routing, the biggest net connects 136 pins.
- The stat command in Yosys gives a chip area of 39200 um^2.
- The leakage power reads 0.0160 uW.
- The power density over the cells reads 426 nW/um^2.
- The timer found 564 register pins that no clock reaches; their paths are not timed.
- The worst setup path is captured at a flip-flop.
- The sum of negative setup slack is 0 ps.
- The TritonCTS clock tree is built.
- The final cell count without fillers reads 4224.
- The data required time of the worst path reads 2830 ps.
- The number of cells reported by Yosys stat comes to 2820.
- The I/O pin count reads 27.
- The number of unconstrained endpoints reads 643.
- The aggregate routed wire length is 67.9 mm.
- The count of filler cells inserted in the layout reads a little over 6000.
- The worst ir drop on vdd is 588 uV.
- The worst-case hold slack reads around 240 ps.
- Buffers added to address setup during post-CTS repair amount to 0.
- The global-route wire length before repair is 111 mm.
- The fraction of registers with async set or reset after synthesis is 0%.
- The source-to-sink clock delay at the later pin of the worst-skew pair reads approximately 600 ps.
- The flow ran to the end, and the final reports show no timing, DRC or antenna violations.
- In the routed design, unresolved DRC markers number 0.
- The number of setup violations in the final report is 0.
- The slew at the pin closest to its max-slew limit is around 1000 ps.
- The final max-slew violation count reads 0.
- The gate count of the mapped netlist is 2820.
- Clock-pin slew was measured on the worst setup and hold paths at about 60 ps.
- After floorplanning, the die was sized to cover between 70000 and 80000 um^2.
- The global-route usage over all layers is between 10% and 20%.
- The port buffer count is 24.
- Power comes to 18600 uW.
- The report counts max-capacitance violations totalling 0.
- The count of TritonRoute iterations in the first routing pass is 5.
- The area growth from synthesis to final layout reads 11.3%.
- The clock skew after layout is 42.9 ps.
- The script logs the mean routed wire length per placed instance as 16.1 um.
- Hold repair after CTS inserted 0 buffers.
- The row count is between 100 and 150.
- The peak fanout along the critical path is 15.
- The stage-log warning count reads 52.
- The start-to-end type of the worst setup path reads flip-flop to flip-flop.
- The most common cell after layout, fill and taps aside is dfxtp_1.
- Dividing the final minimum period by the clock period gives 87.0%.
- In the layout the commonest cells are dfxtp_1 (590), edfxtp_1 (495), nor2_1 (364).
- The warning tally printed by Yosys for this design is 54.
- The HPWL after detailed placement is approximately 44 mm.
- Summing all flip-flop and latch instances after layout gives 26700 um^2.
- The post-cts repair resize count is 0.
-- worst paths after layout --
path,from,end,slack [ps],depth (start not counted)
worst min-delay path,ENABLE,Synth.ClockGen.F2.counter[2],240,1
worst max-delay path,Synth.ClockGen.E2.counter[3],Synth.ClockGen.E2.counter[2],330,4
worst max register to register,Synth.ClockGen.E2.counter[3],Synth.ClockGen.E2.counter[2],330,4
worst min register to register,Audio_In_Clock.counter[16],Audio_In_Clock.clock_out,440,1
-- stage by stage --
stage,util [%],area [um^2],setup slack (ps)
finish,56.3,43700,325
global route,56.3,43700,150
CTS,56.3,43700,337
detailed placement,53.9,41900,339
global placement,53.9,41900,369
floorplan,-,40200,571
-- critical path, cell delays in order (launching register included) --
cell and delay, ps:
edfxtp_1 480, or4_1 550, nor4_1 190, a41o_1 550, nor3_1 130
-- cell families after synthesis --
family	after synthesis	synth area share, %
XOR/XNOR	242	5.40
AND-OR/OR-AND	181	3.22
flip-flops	1085	68.0
other	1	0.00955
buffers and inverters	128	1.44
AND/OR/NAND/NOR	967	12.1
adder cells (fa/ha/maj)	65	2.07
multiplexers	151	7.84
-- sequential cells by signal, summed over array words and instances, names as in the netlist, 31 cells and up --
| name | cells |
|---|---|
| Synth.C4.Wavetable | 31 |
| Synth.E4.Wavetable | 31 |
| Synth.C5.Wavetable | 31 |
| Synth.D5.Wavetable | 31 |
| Synth.B4.Wavetable | 31 |
| Synth.A4.Wavetable | 31 |
| Synth.B5.Wavetable | 31 |
| Synth.F3.Wavetable | 31 |
| Synth.G3.Wavetable | 31 |
| Synth.A5.Wavetable | 31 |
| Synth.G4.Wavetable | 31 |
| Synth.E3.Wavetable | 31 |
| Synth.F4.Wavetable | 31 |
| Synth.E5.Wavetable | 31 |
| Synth.D4.Wavetable | 31 |
-- final cells by class --
| class | instances | share of cell area (%) |
|---|---|---|
| tap | 1040 | 2.98 |
| clock buffer | 76 | 3.44 |
| timing repair buffer | 90 | 1.75 |
| antenna | 7 | 0.0401 |
| clock inverter | 25 | 0.722 |
| inverter | 51 | 0.438 |
| sequential | 1085 | 61.0 |
| multi-input combinational | 1850 | 29.6 |
-- where the power goes --
| group | internal [uW] | switching [uW] |
|---|---|---|
| sequential | 9830 | 219 |
| clock | 4760 | 3330 |
| combinational | 162 | 306 |
| total | 14800 | 3850 |
-- metal layers --
layer  global-route usage [%]  routed length (um)
met4                     3.09                1360
met5                        0                   7
met3                     5.55                4640
met1                     31.9               30800
met2                     28.2               31100
-- Yosys cell counts, drive strengths merged (8+ instances only) --
master and count:
o21a 9, and3 67, or3 10, nor2 364
a2111oi 14, o21ai 38, clkbuf 52, xnor2 106
nand4 44, xor2 136, buf 25, nor3 65
a31oi 14, dfxtp 590, nand3 125, nor2b 42
mux2i 26, edfxtp 495, a21oi 38, nand2 99
nand3b 11, inv 51, mux4 125, nand2b 31
nor4 69, ha 65, a41oi 8, and4 18
Power is estimated from default activity; no workload was simulated.
